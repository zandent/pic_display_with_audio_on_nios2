## /design/flow/design.v

```verilog
module avalon_MM_2_to_1_adapter(
    input clock,
    input reset_n,
    output s_waitrequest,
    output logic [31:0] s_readdata,
    input [26:0] s_address,
    input s_read,
    output logic s_readdatavalid,
    input s_lock,
    input m_waitrequest,
    output logic [26:0]m_address,
    output [1:0] m_byteenable,
    output logic m_read,
    input [15:0] m_readdata,
    input m_readdatavalid,
    output logic m_chipselect,
    output m_lock
);
logic [1:0] data_flag;
assign m_byteenable = 2'b11;
assign s_waitrequest = (&data_flag)? 1'b0 : s_read;
assign m_lock = s_lock;
always @(posedge clock or negedge reset_n) begin
    if(~reset_n) begin
        s_readdata <= 32'd0;
        s_readdatavalid <= 1'b0;
        m_address <= 25'd0;
        m_chipselect <= 1'b0;
        data_flag <= 2'd0;
        m_read <= 1'b0;
    end
    else begin
        if(s_read) begin
            if(data_flag==2'd0 && m_read==1'b0) begin
                m_address <= s_address[26:0];
                m_read <= 1'b1;
                m_chipselect <= 1'b1;
            end
            else if(data_flag==2'd0 && m_read==1'b1 && m_waitrequest==1'b0 && m_readdatavalid==1'b1) begin
                m_read <= 1'b0;
                m_chipselect <= 1'b0;
                s_readdata[15:0] <= m_readdata;  
                data_flag[0] <= 1'b1;           
            end
            else if(data_flag==2'd1 && m_read==1'b0) begin
                m_address <= s_address[26:0] + 2'd2;
                m_read <= 1'b1;
                m_chipselect <= 1'b1;
            end
            else if(data_flag==2'd1 && m_read==1'b1 && m_waitrequest==1'b0 && m_readdatavalid==1'b1) begin
                m_read <= 1'b0;
                m_chipselect <= 1'b0;
                s_readdata[31:16] <= m_readdata;  
                data_flag[1] <= 1'b1;
                s_readdatavalid <= 1'b1;           
            end
            else if(data_flag==2'd3) begin
                data_flag <= 2'd0;
                s_readdatavalid <= 1'b0;
                m_address <= 25'd0;
                s_readdata <= 32'd0;
            end
        end
        else begin
            s_readdata <= 32'd0;
            s_readdatavalid <= 1'b0;
            m_address <= 25'd0;
            m_chipselect <= 1'b0;
            data_flag <= 2'd0;
            m_read <= 1'b0;            
        end
    end
end
endmodule
```

## /design/flow/run.sh

```bash
#!/bin/bash
# OpenROAD 26Q1-2900-gdf79404cd8, Yosys 0.63+post, stock flow scripts
make -C /OpenROAD-flow-scripts/flow DESIGN_CONFIG=/design/flow/config.mk WORK_HOME=/design/flow/orfs finish
```

## /design/flow/config.mk

```make
export PLATFORM = sky130hd
export DESIGN_NAME = avalon_MM_2_to_1_adapter
export DESIGN_NICKNAME = avalon_MM_2_to_1_adapter
export VERILOG_FILES = /design/flow/design.v
export SDC_FILE = /design/flow/constraint.sdc
export NUM_CORES = 4
export LEC_CHECK = 1
export CORE_UTILIZATION = 50
```

## /design/flow/constraint.sdc

```tcl
current_design avalon_MM_2_to_1_adapter

set clk_period 2.4
set clk_io_pct 0.2

create_clock -name clk0 -period $clk_period [get_ports {clock}]

set non_clock_inputs [all_inputs -no_clocks]
set_input_delay [expr $clk_period * $clk_io_pct] -clock clk0 $non_clock_inputs
set_output_delay [expr $clk_period * $clk_io_pct] -clock clk0 [all_outputs]
```

==> flow_summary.json <==
{
  "synth_warnings": 1,
  "period_used_pct": 90.6,
  "wl_per_cell_um": 14.5,
  "crit_type": "input port to primary output",
  "rsz0062_at_grt": "false",
  "reg2reg_depth": 6,
  "top_area_cell": "dfrtp_1",
  "cts_tree": "done",
  "async_reset_ff_share_pct": 100,
  "route.met2.wl_mm": 2.94,
  "antenna_cells": 0,
  "cts.sinks": 62,
  "core.rowCount": 26,
  "ys_seq_share_pct": 55.1,
  "synthDistinctLibCells": 35,
  "fin_setup_tns_ns": 0,
  "finalClockSkew_ns": 0.00553,
  "grt_max_degree": 63,
  "grt_usage_pct": 24.3,
  "clk_latency_ns": 0.32,
  "die_width_um": 77.1,
  "start_kind": "input port",
  "ys_top_cells_by_count": "dfrtp_1 (62), nand2_1 (36), a22o_1 (32)",
  "drive_above_1_share_pct": 8.78,
  "top_cells_by_area": "dfrtp_1 (55%), a22o_1 (10%), xor2_1 (5.3%)",
  "drt_pass1_iterations": 5,
  "numCtsBuffers": 9,
  "fp_util_pct": 53.4,
  "fin_crit_ns": 2.17,
  "synth-edff-count": 0,
  "wl_met1_mm": 2.85,
  "dp_hpwl_mm": 4.56,
  "vias": 2408,
  "routed_wl_mm": 6.48,
  "die_y_um": 77.1,
  "place_congestion": 0.804,
  "port_buffers": 110,
  "worst_ep_required_time_ns": 1.92,
  "setup_viol": 0,
  "dieArea_sq_um": 5940,
  "ys_cells": 257,
  "route.antenna.remaining_nets": 0,
  "vias_per_cell": 5.40,
  "synth_cells": 257,
  "p_per_area_nw_per_um2": 521,
  "placed_cells": 432,
  "post_cts_resized": 0,
  "critPathCaptureType": "primary output",
  "grt_pass1_vias": 2277,
  "warning_count": 26,
  "final_cells": 446,
  "fmax_mhz": 460,
  "dr_wl_met3_um": 608,
  "syn2layout_area_growth_pct": 47.8,
  "hold_violations": 0,
  "hold_buffers": 0,
  "ys.flops": 62,
  "io_pins": 115,
  "core_sq_um": 5270,
  "ys_chip_area_sq_um": 2820,
  "route.top_layer_used": "met4",
  "outcome": "complete, no violations",
  "route.detailed.drc": 0,
  "hold_class": "input port to asynchronous set/reset pin",
  "drv_slew": 0,
  "relSlewSlack_pct": 50.3,
  "gr-total-overflow": 0,
  "maxCapViolations": 0,
  "top_area_share_pct": 55.1,
  "worstPathArrival_ns": 1.69,
  "synthFlopType": "dfrtp_1",
  "grt_first_pass_wirelength_mm": 11.0,
  "reg2reg_from": "data_flag[0]$_DFFE_PN0P_",
  "tightest_slew_ns": 0.746,
  "r2r_end": "m_address[26]$_DFFE_PN0P_",
  "cts_max_path_buffers": 2,
  "clk_pin_slew_ns": 0.06,
  "netlist_area_sq_um": 2820,
  "avgSynthCellArea_sq_um": 11.0,
  "drtIter0Drc": 136,
  "grt_antenna_before_repair": 0,
  "power.leakage_uw": 0.00179,
  "ff2ff_setup_slack_ns": 0.58,
  "h-tree-depth": 3,
  "cts_setup_buffers": 0,
  "vdd_drop_max_mv": 0.386,
  "top_cell": "dfrtp_1",
  "cp_max_fo": 4,
  "cts-root-buf": "clkbuf_8"
}
report_power, final:
part           switching (uW)  internal (uW)
clock network             351            388
logic                     123            187
registers                28.5           1090
worst max-delay path: stages:
cell,delay [ns]
clkdlybuf4s50_1,0.48
nand2_1,0.13
inv_1,0.11
clkdlybuf4s50_1,0.49
cells in the final DEF (no fill, tap or decap), types with 2 or more instances in the layout:
cell | Yosys | layout
xnor2_1 | 7 | 7
nor2_2 | 3 | 3
dfrtp_1 | 62 | 62
buf_4 | 5 | 7
nor2_1 | 5 | 5
xor2_1 | 17 | 17
clkbuf_1 | 3 | 2
clkbuf_8 | 0 | 10
clkdlybuf4s50_1 | 0 | 109
conb_1 | 1 | 2
and4_1 | 4 | 4
and3_2 | 2 | 2
nand4_1 | 6 | 6
nand2_1 | 36 | 36
and3_1 | 9 | 9
a21o_1 | 2 | 2
nand3_1 | 11 | 11
buf_12 | 0 | 2
o21ai_1 | 4 | 4
o21ai_0 | 22 | 22
clkinv_2 | 0 | 2
a22o_1 | 32 | 32
inv_1 | 4 | 4
nor3_1 | 2 | 2
state kept, by name, indices dropped and copies added (netlist names):
name and cells:
m_chipselect 1, s_readdata 32, m_address 27, s_readdatavalid 1, data_flag 1
metal layers:
metal | track usage, % | vias to the layer above
li1 | - | 1154
met4 | 3.40 | 0
met2 | 35.8 | 102
met5 | 0 | -
met1 | 40.2 | 1142
met3 | 5.68 | 10
cells by family (layout without fill, tap and decap cells):
group	after synthesis	in the layout	share of synthesized area [%]
AND/OR/NAND/NOR	84	84	16.1
AND-OR/OR-AND	65	65	16.7
flip-flops	62	62	55.1
XOR/XNOR	24	24	7.46
buffers and inverters	19	137	3.73
adder cells (fa/ha/maj)	1	1	0.444
other	1	2	0.133
multiplexers	1	1	0.355
stage by stage:
step | hold WS, ns | util (%) | total power (uW) | setup slack (ns) | instance area [sq um]
2_1_floorplan | 0.184 | - | 1210 | 0.814 | 2820
3_3_place_gp | 0.462 | 76.0 | 1440 | 0.190 | 4010
3_5_place_dp | 0.470 | 76.0 | 1450 | 0.156 | 4010
4_1_cts | 0.173 | 79.0 | 2190 | 0.214 | 4160
5_1_grt | 0.192 | 79.0 | 2270 | 0.0836 | 4160
6_report | 0.169 | 79.0 | 2170 | 0.226 | 4160
worst max path at each step:
| stage | from | to | slack, ns | cells past startpoint |
|---|---|---|---|---|
| 4_1_cts | data_flag[0]$_DFFE_PN0P_ | s_waitrequest | 0.21 | 4 |
| 5_1_grt | data_flag[0]$_DFFE_PN0P_ | s_waitrequest | 0.08 | 4 |
| 6_report | s_read | s_waitrequest | 0.23 | 4 |
layout make-up:
| type | count | area (sq um) |
|---|---|---|
| sequential | 62 | 1550 |
| timing repair buffer | 119 | 1190 |
| multi-input combinational | 177 | 1160 |
| fill | 351 | 1110 |
| clock buffer | 12 | 145 |
| tap | 70 | 87.6 |
| inverter | 4 | 15.0 |
| clock inverter | 2 | 10.0 |
Power and IR drop assume default switching activity.
